File: ./design.v
`timescale 10ns/1ns
module Syntacore_simple
#(parameter   MSTR_NUM     = 2,
              SLV_NUM      = 2,
              DATA_WDTH    = 32,
              ADDR_WDTH    = 32,
              IDL_NUM      = 5
)
(
   input                                                  i_clk,
   input                                                  rst,
   input          [(MSTR_NUM - 1)                  : 0]   i_m_s_req,
   input          [(MSTR_NUM * ADDR_WDTH - 1)      : 0]   i_m_s_addr,
   input          [(MSTR_NUM - 1)                  : 0]   i_m_s_cmd,
   input          [(MSTR_NUM * DATA_WDTH - 1)      : 0]   i_m_s_wdata,
   input          [(SLV_NUM - 1)                   : 0]   i_s_m_ack,
   input          [(SLV_NUM * DATA_WDTH - 1)       : 0]   i_s_m_rdata,
   output   reg   [(SLV_NUM - 1)                   : 0]   o_m_s_req,
   output   reg   [(SLV_NUM * ADDR_WDTH - 1)       : 0]   o_m_s_addr,
   output   reg   [(SLV_NUM - 1)                   : 0]   o_m_s_cmd,
   output   reg   [(SLV_NUM * DATA_WDTH - 1)       : 0]   o_m_s_wdata,
   output   reg   [(MSTR_NUM - 1)                  : 0]   o_s_m_ack,
   output   reg   [(MSTR_NUM * DATA_WDTH - 1)      : 0]   o_s_m_rdata
   ,
   output   reg   [(SLV_NUM * $clog2(MSTR_NUM + 1) -1 ) : 0]   o_slv_mstr_addr
);
reg   [(MSTR_NUM - 1)        : 0]   r_msk_seq          [(SLV_NUM - 1)  : 0];            
reg   [($clog2(MSTR_NUM + 1) - 1) : 0]   rw_slv_mstr_addr   [(SLV_NUM - 1)  : 0];            
reg   [($clog2(MSTR_NUM + 1) - 1) : 0]   r_slv_mstr_addr    [(SLV_NUM - 1)  : 0];            
reg   [(MSTR_NUM - 1)        : 0]   rw_slv_dec_in      [(SLV_NUM - 1)  : 0];            
reg   [($clog2(IDL_NUM) - 1)       : 0]   r_idle_cnt         [(SLV_NUM - 1)  : 0];            
reg   [(ADDR_WDTH - 1)       : 0]   r_m_cb_addr        [(MSTR_NUM - 1) : 0];            
reg   [(DATA_WDTH - 1)       : 0]   r_m_cb_wdata       [(MSTR_NUM - 1) : 0];            
reg   [(DATA_WDTH - 1)       : 0]   r_s_cb_rdata       [(SLV_NUM - 1)  : 0];            
reg   [(ADDR_WDTH - 1)       : 0]   r_cb_s_addr        [(SLV_NUM - 1)  : 0];            
reg   [(DATA_WDTH - 1)       : 0]   r_cb_s_wdata       [(SLV_NUM - 1)  : 0];            
reg   [(DATA_WDTH - 1)       : 0]   r_cb_m_rdata       [(MSTR_NUM - 1) : 0];            
reg   [2                     : 0]   r_s_m_ack_re       [(MSTR_NUM - 1) : 0];            
genvar sim_slv_num;
generate
   for(sim_slv_num = 0; sim_slv_num < SLV_NUM; sim_slv_num = sim_slv_num + 1)
      begin: sim_slv_bus
         always @*
            begin
               o_slv_mstr_addr   [($clog2(MSTR_NUM + 1) * (sim_slv_num + 1) - 1) -: $clog2(MSTR_NUM + 1)]  =  r_slv_mstr_addr  [sim_slv_num];
            end
      end
endgenerate
genvar slv_num;
genvar mstr_num;  
generate
   for(mstr_num = 0; mstr_num < MSTR_NUM; mstr_num = mstr_num + 1)
      begin: mstr_bus_loop
         always @*
            begin
               r_m_cb_addr  [mstr_num]   =   i_m_s_addr  [((mstr_num + 1) * ADDR_WDTH - 1) -: ADDR_WDTH];
               r_m_cb_wdata [mstr_num]   =   i_m_s_wdata [((mstr_num + 1) * DATA_WDTH - 1) -: DATA_WDTH];
               o_s_m_rdata  [((mstr_num + 1) * DATA_WDTH - 1) -: DATA_WDTH] = r_cb_m_rdata[mstr_num];
            end
      end
endgenerate 
generate
   for(slv_num = 0; slv_num < SLV_NUM; slv_num = slv_num + 1)
      begin: slv_bus_loop
         always @*
            begin
               r_s_cb_rdata[slv_num] = i_s_m_rdata[((slv_num + 1) * DATA_WDTH - 1) -: DATA_WDTH];
               o_m_s_addr  [((slv_num + 1) * ADDR_WDTH - 1) -: ADDR_WDTH]   =  r_cb_s_addr  [slv_num];
               o_m_s_wdata [((slv_num + 1) * DATA_WDTH - 1) -: DATA_WDTH]   =  r_cb_s_wdata [slv_num];
            end
      end
endgenerate 
generate
   for(slv_num = 0; slv_num < SLV_NUM; slv_num = slv_num + 1)
      begin: slv_trans_loop
         for(mstr_num = 0; mstr_num < MSTR_NUM; mstr_num = mstr_num + 1)
            begin: mstr_loop
               always @*
                  begin
                     rw_slv_dec_in[slv_num][mstr_num] = (i_m_s_req[mstr_num] & (r_m_cb_addr[mstr_num][(ADDR_WDTH - 1) -: $clog2(SLV_NUM)] == slv_num) 
                                                        & r_msk_seq[slv_num][mstr_num]);
                  end
            end
            always @*
               begin
                  casez(rw_slv_dec_in[slv_num])
                     2'b?1:   rw_slv_mstr_addr[slv_num] = 2'b01;
                     2'b10:   rw_slv_mstr_addr[slv_num] = 2'b10;
                     default: rw_slv_mstr_addr[slv_num] = 2'b00;
                  endcase
               end
            always @(posedge i_clk)
               begin
                  if(rst | (r_idle_cnt[slv_num] == IDL_NUM))
                     r_msk_seq[slv_num] <= 2'b11;
                  else if((r_slv_mstr_addr[slv_num] == 2'b01) & (o_s_m_ack[r_slv_mstr_addr[slv_num] - 1]))
                     r_msk_seq[slv_num] <= 2'b10;
                  else if((r_slv_mstr_addr[slv_num] == 2'b10) & (o_s_m_ack[r_slv_mstr_addr[slv_num] - 1]))
                     r_msk_seq[slv_num] <= 2'b01;
                  else
                     r_msk_seq[slv_num] <= r_msk_seq[slv_num];
               end
				always @(posedge i_clk)
					begin
                  if(rst | (r_idle_cnt[slv_num] == IDL_NUM) | rw_slv_dec_in[slv_num])
                     r_idle_cnt[slv_num] <= 0;
						else
							r_idle_cnt[slv_num] <= r_idle_cnt[slv_num] + 1;
					end
            always @(posedge i_clk)
               begin
                  if(rst | (r_s_m_ack_re[r_slv_mstr_addr[slv_num] - 1][2] & rw_slv_dec_in[slv_num] == 0))
                     r_slv_mstr_addr[slv_num] <= 0;
                  else if(rw_slv_dec_in[slv_num] != 0)	
                     r_slv_mstr_addr[slv_num] <= rw_slv_mstr_addr[slv_num];
                  else
                     r_slv_mstr_addr[slv_num] <= r_slv_mstr_addr[slv_num];
               end
            always @(posedge i_clk)
               begin
                  if(rst | !rw_slv_mstr_addr[slv_num] | !rw_slv_dec_in[slv_num][rw_slv_mstr_addr[slv_num] - 1] | o_s_m_ack[rw_slv_mstr_addr[slv_num] - 1])
                     begin
                        o_m_s_req    [slv_num]   <= 0;
                        r_cb_s_addr  [slv_num]   <= 0;
                        o_m_s_cmd    [slv_num]   <= 0;
                        r_cb_s_wdata [slv_num]   <= 0;
                     end
                  else
                     begin
                        o_m_s_req    [slv_num]   <= rw_slv_dec_in [slv_num][rw_slv_mstr_addr[slv_num] - 1];
                        r_cb_s_addr  [slv_num]   <= r_m_cb_addr   [rw_slv_mstr_addr[slv_num] - 1];
                        o_m_s_cmd    [slv_num]   <= i_m_s_cmd     [rw_slv_mstr_addr[slv_num] - 1];
                        r_cb_s_wdata [slv_num]   <= r_m_cb_wdata  [rw_slv_mstr_addr[slv_num] - 1];
                     end
               end
      end
endgenerate
generate
   for(mstr_num = 0; mstr_num < MSTR_NUM; mstr_num = mstr_num + 1)
      begin: mstr_gen_loop
         always @*
            begin
               if((r_slv_mstr_addr[r_m_cb_addr[mstr_num][(ADDR_WDTH - 1) -: $clog2(SLV_NUM)]] - 1) == mstr_num)
                  o_s_m_ack[mstr_num]  = i_s_m_ack[r_m_cb_addr[mstr_num][(ADDR_WDTH - 1) -: $clog2(SLV_NUM)]];
               else
                  o_s_m_ack[mstr_num]  = 0;
            end
         always @*
            begin
					if(rst | !r_s_m_ack_re[mstr_num][2] | i_m_s_cmd[mstr_num])
						r_cb_m_rdata[mstr_num] = 0;
               else
                  r_cb_m_rdata[mstr_num] = r_s_cb_rdata[r_m_cb_addr[mstr_num][(ADDR_WDTH - 1) -: $clog2(SLV_NUM)]];
            end 
         always @(posedge i_clk)
            begin
               r_s_m_ack_re[mstr_num][0] <= o_s_m_ack[mstr_num];
               r_s_m_ack_re[mstr_num][1] <= r_s_m_ack_re[mstr_num][0];
            end
         always @*
            begin
               r_s_m_ack_re[mstr_num][2] = ~r_s_m_ack_re[mstr_num][1] & r_s_m_ack_re[mstr_num][0];  
            end
      end
endgenerate 
endmodule
File: ./run.sh
#!/bin/bash
# OpenROAD 26Q1-2900-gdf79404cd8, Yosys 0.63+post, stock flow scripts
make -C /OpenROAD-flow-scripts/flow DESIGN_CONFIG=/design/flow/config.mk WORK_HOME=/design/flow/orfs finish
File: ./config.mk
export PLATFORM = sky130hd
export DESIGN_NAME = Syntacore_simple
export DESIGN_NICKNAME = Syntacore_simple
export VERILOG_FILES = /design/flow/design.v
export SDC_FILE = /design/flow/constraint.sdc
export NUM_CORES = 4
export LEC_CHECK = 1
export CORE_AREA = 10 10 230 230
export DIE_AREA = 0 0 240 240
File: ./constraint.sdc
current_design Syntacore_simple

set clk_period 8.1
set clk_io_pct 0.2

create_clock -name clk0 -period $clk_period [get_ports {i_clk}]

set non_clock_inputs [all_inputs -no_clocks]
set_input_delay [expr $clk_period * $clk_io_pct] -clock clk0 $non_clock_inputs
set_output_delay [expr $clk_period * $clk_io_pct] -clock clk0 [all_outputs]
==> metrics.cfg <==
[grt]
grt_max_degree = 49
grt.overflow.total = 0
antenna_found_initial = 3
gr-max-usage-layer = met2
grt_pass1_vias = 7140
grt_pass1_wl_um = 44200
grt_util_met1_pct = 11.6
grt_util_met2_pct = 17.1
grt_usage_pct = 10.2
met3_usage_pct = 4.78

[worst_hold_path]
hold_path_end = r_s_m_ack_re[0][1]
worstHoldPathCells = 0
min_from = r_s_m_ack_re[0][0]
hold_class = flip-flop to flip-flop

[sta]
rsz0062_at_grt = no
setup_violations = 0
final_max_slew_viol_count = 0
maxSlewHeadroom_pct = 47.9
layout_worst_path_cycle_share_pct = 70.3
hold_violations = 0
fin_crit_ns = 5.70
setup_slack_ns = 2.40
max_freq_mhz = 176
finalSetupTns_ns = 0
worst_slew_pin_slew_ns = 0.781
fin_skew_ns = 0.0105

[drt]
dr.pass1.iters = 4
viasPerCell = 3.89
antennaDiodeCount = 0
drt-total-wl_um = 30900
wl_per_cell_um = 17.0
drc = 0
drt_iter0_markers = 353
num_vias = 7056
ant_nets = 0

[critical_path]
cp_top_family = simple AND/OR/NAND/NOR gates
worstSetupPathType = input pin to output pin
crit_path_frequent_cell = clkdlybuf4s50_1
ff2ff_path_depth = 4
worstReg2RegStart = r_msk_seq[1][0]
critPathMaxFanout = 32
worst_ep_arrival_time_ns = 4.08
crit_chain = clkdlybuf4s50_1, or4b_2, nor2_1, clkdlybuf4s50_1
cp-end-kind = output pin
worst_setup_path_start_kind = input pin
critPathBufInv = 2
reg2reg_slack_ns = 5.38
r2r_end = r_cb_s_addr[1][23]
cp.required_ns = 6.48
slowest_stage = or4b_2
max_stage_delay_ns = 1.11

[layout]
drive_gt1_share_pct = 4.59
syn_to_final_growth_pct = 81.7
stdcell_area_um2 = 11600
fillers = 5081

[synthesis]
synthTopCellsByCount = nand2_1 (259), dfxtp_1 (150), a21oi_1 (133), nor2_1 (73), mux2i_1 (64)
ys_cells = 815
topCellsByArea = dfxtp_1 (47%), nand2_1 (15%), a21oi_1 (10%)
yosys_warnings = 13
synthCells = 815
top_area_cell = dfxtp_1
postSynthSeqShare_pct = 47.1
synth_area_um2 = 6380
synth_flop_count = 150
yosysMostFrequentCell = nand2_1
post-synth-top-area-fraction_pct = 47.1
async_flop_share_pct = 0
synth-edff-count = 0
syn_avg_cell_area_um2 = 7.83
synth.distinct_cells = 39
ff_type = dfxtp_1
ys_area_um2 = 6380

[clocking]
clk_latency_ns = 0.47
cts_resized = 0
clk_path_buf_depth = 2
clock-root-buffer = clkbuf_16
holdBufCountCts = 0
cts.sinks = 150
cts.htree.levels = 4
postCtsSetupRepairBufs = 0
clk_pin_slew_ns = 0.07
cts_buffers = 17
cts_tree = done

[placed_design]
dp_hpwl_um = 23400
gp_congestion = 0.847
placed_cell_area_um2 = 11000
pre_cts_ws_ns = 2.42
io_buffers = 401

[floorplanning]
die_area_um2 = 57600
initial_utilization_pct = 13.3
pin_count = 402
core-area_um2 = 47800
die_w_um = 240
rows = 80
die_y_um = 240

[power_and_ir_drop]
seqPwrFrac_pct = 40.7
ir_drop_mv = 0.122
leakage_nw = 4.52
p_sw_mw = 0.522
p_int_mw = 1.41
switching_share_pct = 27.1
cellPowerDensity_nw_per_um2 = 166
pwr-share-clk_pct = 42.3
combPwrFrac_pct = 17.0

[run]
max-cap-violations = 0
warnings = 31

[run_status]
status = finished clean

-- metal layers --
| layer | vias up | part of all wire, % |
|---|---|---|
| met3 | 33 | 12 |
| li1 | 3414 | - |
| met2 | 369 | 47 |
| met5 | - | 0.12 |
| met1 | 3234 | 38 |
| met4 | 6 | 2.6 |
-- state kept, by name (all words and copies together) (netlist names) --
register         count
o_m_s_req            2
r_cb_s_wdata        64
r_s_m_ack_re         4
o_m_s_cmd            2
r_msk_seq            4
r_cb_s_addr         64
r_slv_mstr_addr      4
r_idle_cnt           6
-- stage by stage --
stage	cells	hold slack, ns	util (%)	power [mW]
finish	1813	0.362	24.2	1.93
global route	1813	0.367	24.2	2.02
CTS	1813	0.366	24.2	1.97
detailed placement	1781	0.353	23.0	1.13
global placement	1781	0.354	23.0	1.13
floorplan	815	0.345	-	0.904
-- area by class of cell --
type                    instances  area (µm²)  area share (%)
clock inverters                14         155            1.34
inverters                      12        45.0           0.388
well taps                     615         769            6.64
flip-flops and latches        150        3000            25.9
clock buffers                  18         439            3.79
repair buffers                413        4090            35.3
multi-input cells             591        3090            26.7
-- power groups by stage --
stage / Sequential (mW) / Clock [mW] / Combinational, mW
global route: 0.788 / 0.877 / 0.358
CTS: 0.786 / 0.851 / 0.333
finish: 0.785 / 0.816 / 0.327
-- worst max-delay path by stage --
stage / start / endpoint / slack (ns) / depth (start not counted)
4_1_cts: rst / o_s_m_rdata[45] / 2.42 / 4
6_report: rst / o_s_m_rdata[45] / 2.40 / 4
5_1_grt: rst / o_s_m_rdata[38] / 2.27 / 4
-- kinds of logic (layout without fill, tap and decap cells) --
family,Yosys count,in the layout,synth area share (%)
AND/OR/NAND/NOR,366,366,23.0
XOR/XNOR,2,2,0.275
flip-flops,150,150,47.1
adder cells (fa/ha/maj),10,10,1.96
buffers and inverters,74,457,4.88
multiplexers,64,64,10.0
AND-OR/OR-AND,148,148,12.7
other,1,1,0.0588
-- cells in the final DEF, fill, tap and decap left out, types with 3 or more instances in the layout --
cell type / Yosys / final
clkdlybuf4s50_1: 0 / 399
nand2_1: 259 / 259
dfxtp_1: 150 / 150
a21oi_1: 133 / 133
nor2_1: 73 / 73
mux2i_1: 64 / 64
clkbuf_16: 0 / 17
buf_4: 3 / 12
inv_1: 11 / 11
nand3_1: 12 / 11
ha_1: 10 / 10
inv_8: 0 / 5
nor2b_1: 4 / 4
inv_6: 0 / 4
or3_1: 3 / 3
clkinv_4: 0 / 3
Power is estimated from default activity; no workload was simulated.
